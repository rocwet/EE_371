File: design/flow/run.sh
#!/bin/bash
# OpenROAD 26Q1-2900-gdf79404cd8, Yosys 0.63+post, stock flow scripts
make -C /OpenROAD-flow-scripts/flow DESIGN_CONFIG=/design/flow/config.mk WORK_HOME=/design/flow/orfs finish
File: design/flow/config.mk
export PLATFORM = sky130hd
export DESIGN_NAME = diff_pressure
export DESIGN_NICKNAME = diff_pressure
export VERILOG_FILES = /design/flow/design.v
export SDC_FILE = /design/flow/constraint.sdc
export NUM_CORES = 4
export LEC_CHECK = 1
export CORE_AREA = 10 10 70 70
export DIE_AREA = 0 0 80 80
File: design/flow/design.v
module DFlipFlop(q, qBar, D, clk, rst);
  input D, clk, rst;
  output q, qBar;
  reg q;
  not n1 (qBar, q);
  always@ (posedge rst or posedge clk) begin
  if(rst)
    q <= 0;
  else
    q = D;
  end
endmodule
module diff_pressure (diff, key, SW, clk, reset);
	input clk, key, reset, SW;
	output reg diff;
	wire PS, singleKey;
	reg NS;
	inputHandler inputH (.out(singleKey), .Clock(clk), .reset(reset), .button(key));
	parameter UNDER = 1'b0, OVER = 1'b1;
	always @(singleKey or reset) begin    
		case (PS) 
			UNDER: begin
				if (singleKey && SW) NS = OVER;
				else NS = PS;
			end
			OVER: begin
				if (singleKey && SW) NS = UNDER;
				else NS = PS;
			end
			default: NS = 1'bx;
		endcase
	end
	DFlipFlop flip0 (.q(PS), .qBar(), .D(NS), .clk(clk), .rst(reset));
	always @(PS) begin
		diff = PS;
	end
endmodule
module inputHandler(out, Clock, reset, button);
	input Clock, reset, button;
	output reg out;
	parameter[1:0]  A = 2'b00, B = 2'b01, C = 2'b10;
	wire[1:0] PS;
	reg[1:0] NS;
	always @(PS or button) begin
		case(PS)
			A:	if(button) 	NS = B;
				else 			NS = A;
			B: if(button) 	NS = C;
				else 			NS = A;
			C: if(button) 	NS = C;
				else 			NS = A;
		endcase
	end
	always @(PS) begin
		case(PS)
			A: out = 0;
			B: out = 1;
			C: out = 0;
		endcase
	end
	DFlipFlop msb (.q(PS[0]), .qBar(), .D(NS[0]), .clk(Clock), .rst(reset));
	DFlipFlop lsb (.q(PS[1]), .qBar(), .D(NS[1]), .clk(Clock), .rst(reset));
endmodule
File: design/flow/constraint.sdc
current_design diff_pressure

set clk_period 1.0
set clk_io_pct 0.2

create_clock -name clk0 -period $clk_period [get_ports {clk}]

set non_clock_inputs [all_inputs -no_clocks]
set_input_delay [expr $clk_period * $clk_io_pct] -clock clk0 $non_clock_inputs
set_output_delay [expr $clk_period * $clk_io_pct] -clock clk0 [all_outputs]
==> impl_metrics.ini <==
; implementation run metrics
[logic_synthesis]
yosys_warnings = 3
synth_chip_area_sq_um = 177.7
synth_top_area_share_pct = 42.25
synthesis.area_sq_um = 177.7
syn_inst = 14
area_leaders = dfrtp_1 42%, dlxtn_1 25%, ha_1 14%
synth_cell_types = 8
synth.avg_cell_area_sq_um = 12.69
ys_seq_elements = 6
ys_cells = 14
top_area_cell = dfrtp_1

[pwr]
irDropWorstVdd_mv = 0.2576
leakagePower_nw = 0.1291
p_per_area_nw_per_um2 = 1486
total_power_w = 0.0004519

[worst_setup_path]
start_kind = flop
crit_family = flip-flops
crit_fanout = 2
crit_buf_inv = 1
crit_slowest_cell = dfrtp_1
path_cells = clkbuf_2
cp_data_arrival_time_ns = 0.69
critPathCaptureType = output pin
path_class = flop to output pin
worstPathRequired_ns = 0.80
max_stage_delay_ns = 0.36

[placement]
postPlaceCellArea_sq_um = 282.8
hpwl_um = 288.3
portBuffers = 4
gp_congestion = 0.6710

[route]
wl_per_cell_um = 5.406
drt_iter0_drc = 0
wirelength_um = 373
antenna_left = 0
antenna_cells = 0
dr_total_vias = 118
vias_per_cell = 1.710
firstDrtPassIters = 1
drc = 0

[floorplanning]
chipHeight_um = 80
die_w_um = 80
initCoreUtil_pct = 5.201
num_rows = 21
dieArea_sq_um = 6400
boundaryPins = 5
coreArea_sq_um = 3416

[layout]
drive_gt1_share_pct = 21.74
final_cell_area_sq_um = 304.0
fillCellCount = 402
mostFrequentLayoutCells = 3 x clkbuf_4, 3 x dfrtp_1, 3 x clkdlybuf4s50_1, 3 x dlxtn_1
area_growth_pct = 71.13

[final_timing]
setup_tns_ns = 0
tightest_slew_ns = 0.1366
whs_ns = 0.1351
skew_ns = 0
finalCritPeriodShare_pct = 89.24
fmax_ghz = 1.121
rsz0062_at_grt = false
hold_viol_final = 0
min_period_ns = 0.8924
untimed_endpoints = 5
max_slew_margin_pct = 90.83
drv_slew = 0
finalSetupViolations = 0
unclocked_pins = 3

[clock_network]
cts_root_buf = clkbuf_4
cts_resized = 2
postCtsSetupRepairBufs = 0
holdBufCountCts = 0
cts_inserted_buffers = 3
cts_tree = built
cts.path.max_buffers = 2
cts.htree.levels = 1
clkTransAtPathRegs_ns = 0.04
clock_latency_ns = 0.23

[global_routing]
grt_pass1_wl_um = 614
grt_pass1_vias = 145
grt_max_degree = 4
grt_usage_pct = 1.483
gr-total-overflow = 0
antenna_found_initial = 0

[status]
status = finished clean

[min_path]
hold_class = primary input to asynchronous set/reset pin

[run]
cap_violations = 0
openroad.warnings = 26
cell families (layout without fill, tap and decap cells):
family | after synthesis | after routing | share of synthesized area [%]
adder cells (fa/ha/maj) | 2 | 2 | 14.08
buffers and inverters | 2 | 11 | 4.227
flip-flops | 3 | 3 | 42.25
latches | 3 | 3 | 25.35
XOR/XNOR | 1 | 1 | 4.930
AND/OR/NAND/NOR | 3 | 3 | 9.157
cells in the mapped netlist, drive strengths merged:
cell type	instances
dfrtp	3
dlxtn	3
ha	2
xnor2	1
nor2b	1
nand2	1
and2	1
inv	2
report_power, final:
| part | switching (W) | leakage [nW] | internal [W] |
|---|---|---|---|
| Sequential | 0.00000964 | 0.0610 | 0.000144 |
| Combinational | 0.0000230 | 0.0531 | 0.0000614 |
| Clock | 0.0000646 | 0.0150 | 0.000150 |
layout make-up:
type | count | area, sq um | area share [%]
well taps | 46 | 57.56 | 18.93
flip-flops and latches | 6 | 120.1 | 39.51
clock buffers | 4 | 26.28 | 8.642
multi-input cells | 6 | 50.05 | 16.46
inverters | 2 | 7.507 | 2.469
repair buffers | 5 | 42.54 | 13.99
per-stage QoR:
stage,instances,utilization (%),setup slack (ns)
final,69,8.901,0.1076
after global routing,69,8.901,0.07097
after CTS,69,9.048,0.01489
after detailed placement,65,8.278,0.01900
after global placement,65,8.278,0.01736
after floorplan,14,-,0.4172
final timing paths:
path,endpoint,from,depth (start not counted),slack (ns)
worst min-delay path,flip0.q,reset,2,0.14
worst max register to register,flip0.q,flip0.q,2,0.26
max in group asynchronous,inputH.lsb.q,reset,2,0.73
min in group clk0,flip0.q,flip0.q,2,0.55
worst max-delay path,diff,flip0.q,1,0.11
worst min register to register,flip0.q,flip0.q,2,0.55
routing by layer:
metal | vias up | track usage [%] | share of wire [%]
met5 | - | 0 | 0
met4 | 0 | 0.3521 | 0
met3 | 0 | 3.182 | 36
met2 | 8 | 1.445 | 29
met1 | 52 | 1.066 | 34
li1 | 58 | - | -
flip-flops by register name (all words and copies together), names as in the netlist:
register / count
inputH.out: 1
flip0.q: 1
inputH.NS: 2
inputH.msb.q: 1
inputH.lsb.q: 1
Power and IR drop assume default switching activity.
