[/design/flow/run.sh]
#!/bin/bash
# OpenROAD 26Q1-2900-gdf79404cd8, Yosys 0.63+post, stock flow scripts
make -C /OpenROAD-flow-scripts/flow DESIGN_CONFIG=/design/flow/config.mk WORK_HOME=/design/flow/orfs finish
[/design/flow/config.mk]
export PLATFORM = sky130hd
export DESIGN_NAME = limit_pressure
export DESIGN_NICKNAME = limit_pressure
export VERILOG_FILES = /design/flow/design.v
export SDC_FILE = /design/flow/constraint.sdc
export NUM_CORES = 4
export LEC_CHECK = 1
export CORE_AREA = 10 10 70 70
export DIE_AREA = 0 0 80 80
[/design/flow/constraint.sdc]
current_design limit_pressure

set clk_period 1.0
set clk_io_pct 0.2

create_clock -name clk0 -period $clk_period [get_ports {clk}]

set non_clock_inputs [all_inputs -no_clocks]
set_input_delay [expr $clk_period * $clk_io_pct] -clock clk0 $non_clock_inputs
set_output_delay [expr $clk_period * $clk_io_pct] -clock clk0 [all_outputs]
[/design/flow/design.v]
module DFlipFlop(q, qBar, D, clk, rst);
  input D, clk, rst;
  output q, qBar;
  reg q;
  not n1 (qBar, q);
  always@ (posedge rst or posedge clk) begin
  if(rst)
    q <= 0;
  else
    q = D;
  end
endmodule
module inputHandler(out, Clock, reset, button);
	input Clock, reset, button;
	output reg out;
	parameter[1:0]  A = 2'b00, B = 2'b01, C = 2'b10;
	wire[1:0] PS;
	reg[1:0] NS;
	always @(PS or button) begin
		case(PS)
			A:	if(button) 	NS = B;
				else 			NS = A;
			B: if(button) 	NS = C;
				else 			NS = A;
			C: if(button) 	NS = C;
				else 			NS = A;
		endcase
	end
	always @(PS) begin
		case(PS)
			A: out = 0;
			B: out = 1;
			C: out = 0;
		endcase
	end
	DFlipFlop msb (.q(PS[0]), .qBar(), .D(NS[0]), .clk(Clock), .rst(reset));
	DFlipFlop lsb (.q(PS[1]), .qBar(), .D(NS[1]), .clk(Clock), .rst(reset));
endmodule
module limit_pressure (limit, key, SW, clk, reset);
	input clk, key, SW, reset;
	output reg limit;
	wire PS, singleKey;
	reg NS;
	inputHandler inputL (.out(singleKey), .Clock(clk), .reset(reset), .button(key));
	parameter WITHIN = 1'b0, BEYOND = 1'b1;
	always @(singleKey or reset) begin
		case (PS) 
			WITHIN: begin
				if (singleKey && SW) NS = BEYOND;
				else NS = PS;
			end
			BEYOND: begin
				if (singleKey && SW) NS = WITHIN;
				else NS = PS;
			end
			default: NS = 1'bx;
		endcase
	end
	DFlipFlop flip0 (.q(PS), .qBar(), .D(NS), .clk(clk), .rst(reset));
	always @(PS) begin
		limit = PS;
	end
endmodule
==> reports/qor.txt <==
row count - 21
max_cap viols - 0
type of origin of the critical path - register
number of enable flip-flop cells - 0
FP Util - 0.0520
clock network latency to the later pin of the worst-skew pair - 0.23 ns
vias post-DR - 118
sw frac - 0.215
1st-iter DRT viols - 0
Hold Buf Count CTS - 0
chip area - 6400 um2
Comb pwr share - 0.187
DP HPWL - 288 um
Seq pwr share - 0.339
Final ANT Viol Nets - 0
CTS Buf Count - 3
dominant cell type by area after synthesis - dfrtp_1
fin. max-slew vios - 0
htree depth - 1
crit-path cells - clkbuf_2
Core Box Area - 3420 um2
CTS Buffer Depth - 2
Layout area overhead - 71.1%
biggest area cells - dfrtp_1, dlxtn_1, ha_1
crit path max-delay cell type - dfrtp_1
Syn. warnings - 3
setup_tns - 0 ns
hold slack - 0.135 ns
status - finished, final reports clean
DR pass1 iterations - 1
Final setup viols - 0
Die Wd - 80 um
Rel. slew slack - 0.908
Fin. Hold Viols - 0
Worst path max stage delay - 0.36 ns
Clock Power Share - 0.474
clk slew on worst S/H paths - 0.04 ns
top_reg_cell synth - dlxtn_1
DR WL/cell - 5.43 um
flops & latches, synth - 6
WP data arrival - 0.69 ns
register pins left without a clock - 3
initial antenna violation count - 0
final worst path period need - 0.892 ns
fmax - 1120 MHz
vias per std cell - 1.71
Leakage - 0.129 nW
Buffers on Ports - 4
post-synthesis cell type count - 8
DR DRC count - 0
switching power - 0.0973 mW
Synth Instances - 14
Yosys Chip Area - 178 um2
GR Util All Layers - 0.0148
Int Pwr - 0.355 mW
Worst-Margin Slew - 0.137 ns
CP required - 0.80 ns
vias in the first global route - 145
RSZ-0062 raised after global routing - no
CTS tree - done
largest net degree at the start of global routing - 4
Avg Inst Size Synth - 12.7 um2
Routed WL - 375 um
Max VDD drop - 0.258 mV
first-pass GRT wire length - 614 um
io pins - 5
fraction of layout cells with a size suffix above 1 - 0.217
Finished Cell Area - 304 um2
Area leader share - 0.423
pwr dens - 1490 nW/um2
FFs w/ async S/R, synth - 0.500
Post-Synthesis Cell Area - 178 um2
Log Warnings - 26
Top delay family on crit path - flip-flops
diode count - 0
Crit Path Class - register to output port
total grt overflow - 0
Placed Area - 283 um2
endpoints left unconstrained - 5
height of the chip - 80 um
Crit. End Element - output port
Critical Path Fanout Max - 2
CTS root buffer - clkbuf_4
gpl congestion - 0.671
hold crit path type - input port to asynchronous set/reset pin
Tcrit/Tclk final - 0.892
# Cells Yosys - 14
Synth top cells by count - dfrtp_1, dlxtn_1, ha_1, inv_1
CP Buf/Inv Count - 1
Worst Clk Skew - 0 ns
per-stage QoR:
| stage | power [mW] | std cells | utilization | worst slack [ns] |
|---|---|---|---|---|
| 2_1_floorplan | 0.173 | 14 | - | 0.417 |
| 3_3_place_gp | 0.256 | 65 | 0.0828 | 0.0174 |
| 3_5_place_dp | 0.257 | 65 | 0.0828 | 0.0190 |
| 4_1_cts | 0.477 | 69 | 0.0905 | 0.0149 |
| 5_1_grt | 0.496 | 69 | 0.0890 | 0.0710 |
| 6_report | 0.452 | 69 | 0.0890 | 0.108 |
per-layer routing:
metal  GRT usage  share of wire  up-vias
met5           0              0        -
met3      0.0318           0.36        0
li1            -              -       58
met2      0.0144           0.30        8
met1      0.0107           0.34       52
met4     0.00352              0        0
registers in the layout, indices dropped and copies added (netlist names):
register      count
inputL.lsb.q      1
inputL.out        1
inputL.NS         2
inputL.msb.q      1
flip0.q           1
power groups by stage:
stage,clock [mW],sequential (mW),combinational (mW)
CTS,0.228,0.153,0.0957
global route,0.250,0.154,0.0927
finish,0.214,0.153,0.0844
repair_timing:
action	in CTS	in global routing
pin swaps	0	0
buffers inserted	0	0
resized	2	1
setup endpoints to repair	1	1
layout by cell type, fill, tap and decap left out, drive strengths merged:
| cell type | instances |
|---|---|
| and2 | 1 |
| buf | 1 |
| clkbuf | 5 |
| clkdlybuf4s50 | 3 |
| dfrtp | 3 |
| dlxtn | 3 |
| ha | 2 |
| inv | 2 |
| nand2 | 1 |
| nor2b | 1 |
| xnor2 | 1 |
worst paths after layout:
path	from	end	slack, ns	cells after the start
worst max-delay path	flip0.q	limit	0.11	1
worst min-delay path	reset	flip0.q	0.14	2
worst max register to register	flip0.q	flip0.q	0.26	2
worst min register to register	flip0.q	flip0.q	0.55	2
max in group asynchronous	reset	inputL.lsb.q	0.73	2
min in group clk0	flip0.q	flip0.q	0.55	2
layout make-up:
class / instances / area [um2]
clock buffers: 4 / 26.3
fillers: 402 / 3110
inverters: 2 / 7.51
multi-input cells: 6 / 50.0
flip-flops and latches: 6 / 120
well taps: 46 / 57.6
repair buffers: 5 / 42.5
kinds of logic after synthesis:
| logic type | share of synthesized area |
|---|---|
| AND/OR/NAND/NOR | 0.0916 |
| flip-flops | 0.423 |
| latches | 0.254 |
| buffers and inverters | 0.0423 |
| adder cells (fa/ha/maj) | 0.141 |
| XOR/XNOR | 0.0493 |
Power and IR drop assume default switching activity.
